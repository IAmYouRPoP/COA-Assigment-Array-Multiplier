==> design.v <==
`timescale 1ns/1ps
module array_multiplier (
    input  [15:0] in_A,
    input  [15:0] in_B,
    output [31:0] prod_out
);
    wire [15:0] pp [15:0];   
    genvar i, j;
    generate
        for (i = 0; i < 16; i = i + 1) begin : GEN_PP_ROW
            for (j = 0; j < 16; j = j + 1) begin : GEN_PP_COL
                assign pp[i][j] = in_A[j] & in_B[i];
            end
        end
    endgenerate
    wire [31:0] row_sum [15:0];
    wire [31:0] row_carry [15:0];
    assign row_sum[0]   = {16'b0, pp[0]};
    assign row_carry[0] = 32'b0;
    genvar r;
    generate
        for (r = 1; r < 16; r = r + 1) begin : ADDER_ROWS
            wire [31:0] shifted_pp = { {16 - r{1'b0}}, pp[r], {r{1'b0}} };
            adder32 ADD_STAGE (
                .in_a(row_sum[r-1]),
                .in_b(shifted_pp),
                .cin(1'b0),
                .sum(row_sum[r]),
                .cout(row_carry[r])
            );
        end
    endgenerate
    assign prod_out = row_sum[15];
endmodule
module adder32 (
    input  [31:0] in_a,
    input  [31:0] in_b,
    input         cin,
    output [31:0] sum,
    output        cout
);
    wire [31:0] carry;
    genvar k;
    full_adder FA0 (.a(in_a[0]), .b(in_b[0]), .cin(cin), .sum(sum[0]), .cout(carry[0]));
    generate
        for (k = 1; k < 32; k = k + 1) begin : FA_CHAIN
            full_adder FAi (.a(in_a[k]), .b(in_b[k]), .cin(carry[k-1]), .sum(sum[k]), .cout(carry[k]));
        end
    endgenerate
    assign cout = carry[31];
endmodule
module full_adder (
    input  a,
    input  b,
    input  cin,
    output sum,
    output cout
);
    assign sum  = a ^ b ^ cin;
    assign cout = (a & b) | (b & cin) | (a & cin);
endmodule
==> run.sh <==
#!/bin/bash
# OpenROAD 26Q1-2900-gdf79404cd8, Yosys 0.63+post, stock flow scripts
make -C /OpenROAD-flow-scripts/flow DESIGN_CONFIG=/design/flow/config.mk WORK_HOME=/design/flow/orfs finish
==> config.mk <==
export PLATFORM = sky130hd
export DESIGN_NAME = array_multiplier
export DESIGN_NICKNAME = array_multiplier
export VERILOG_FILES = /design/flow/design.v
export SDC_FILE = /design/flow/constraint.sdc
export NUM_CORES = 4
export LEC_CHECK = 1
export CORE_UTILIZATION = 50
==> constraint.sdc <==
current_design array_multiplier

set clk_period 31.2
set clk_io_pct 0.2

create_clock -name clk0 -period $clk_period

set non_clock_inputs [all_inputs -no_clocks]
set_input_delay [expr $clk_period * $clk_io_pct] -clock clk0 $non_clock_inputs
set_output_delay [expr $clk_period * $clk_io_pct] -clock clk0 [all_outputs]
==> notes.md <==
fresh numbers from the pnr run: status=complete, no violations, layout cell share with drive strength beyond 1=32.8%, final weighted congestion in routability-driven placement=0.760, Residual DRC=0, final worst-path setup slack=101 ps, type of element launching the critical path=input port, share of the clock period used by the worst path=99.7%, detail-routed via count per cell=4.68, ys cells=648, largest net degree at the start of global routing=17, final wirelength=9.36 mm, Worst Path Arrival=24860 ps, area inside the core boundary=0.0138 sq mm, cell seen most often among critical-path stages=fa_2, portion of synthesized cell area occupied by the leading cell type=63.4%, Ports=64, area taken by flip-flops and latches=0 sq um, top cells by area in the synthesized netlist=fa_1 (63%), and2_1 (20%), buf_4 (5.3%), inv_1 (4.7%), ha_1 (2.8%), total number of yosys warnings=1, Final Critical Period=31100 ps, headroom to the max-slew limit=65.7%, DP HPWL=9.08 mm, Horiz. Die Dim=121 microns, Critical Setup Path Class=input port to output port, Die Height=121 microns, highest cell delay on the worst timing path=600 ps, critical path capture point type=output port, DR iter-0 viols=46, number of maximum-capacitance violations=0, aggregate global-route resource usage=17.4%, Logic cell area=0.00664 sq mm, worst setup slack after placement=-1590 ps, Area growth syn-to-layout=12.1%, Clock Buffer Count=0, sum of negative setup slack=0 ps, vias in the first global route=4581, gr ovfl total=0, Max FO, Critical Path=2, class of the tightest hold or removal check=input port to output port, unrepaired setup endpoints after global routing=true, total tool warning count=35, drt wl/cell=11.1 microns, Netlist Area Pre-Place=0.00707 sq mm, Slew @ Worst Pin=513 ps, row cnt=43, remaining antenna violation count=0, post-synthesis chip area from yosys=0.00707 sq mm, port bufs=64, Distinct cells, synth=7, global-route wire length before repair=19.4 mm, final setup violating endpoints=0, vias=3940, CTS hold repair buffers=0, number of antenna violations at the first check in global routing=0, effective utilization at floorplan=51.1%, number of slew-limit violations in the final report=0, data required time at the worst endpoint=24960 ps, Hold Violations, Final=0, antenna fix cells=0, post-synthesis average cell area=10.9 sq um, biggest area consumer among synthesized cells=fa_1, total die size=0.0146 sq mm, number of search-and-repair iterations in the first detailed-routing pass=4, gate count after technology mapping=648, flip-flops=0, Critical Path Slowest Stage Cell=fa_2, Seq share, synth=0%, max frequency=0.0322 GHz, Fill cells=1159
worst max-delay path, delay by kind of cell:
kind | cells | cell delay (ps)
simple gates | 1 | 140
fa+ha+maj | 44 | 17750
buf+inv | 13 | 730
what timing repair did:
item | CTS | global route
pin swaps | 92 | 31
buffers inserted | 2 | 0
setup endpoints to repair | 6 | 5
resized | 129 | 30
worst paths after layout:
check	slack [ps]	endpoint	cells after the start	startpoint
max	100	prod_out[30]	58	in_B[1]
min	13290	prod_out[1]	4	in_A[0]
logic make-up after synthesis:
group,Yosys count,synth area share [%]
and+or+nand+nor,256,21.5
adders and majority gates,240,66.3
buffers and inverters,152,12.2
stage by stage:
stage | utilization (%) | hold slack (ps) | instances | area [sq um]
final | 57.3 | 13290 | 842 | 7930
after global routing | 57.3 | 13320 | 842 | 7930
after CTS | 56.9 | 13290 | 842 | 7870
after detailed placement | 55.4 | 13650 | 840 | 7660
after global placement | 55.4 | 13670 | 840 | 7660
after floorplan | - | 12760 | 648 | 7240
area by class of cell:
cell class	instances	share of cell area, %
Inverter	88	4.17
Multi-Input combinational cell	496	83.8
Tap cell	180	2.84
Timing Repair Buffer	78	9.19
per-layer routing:
metal	routed length, microns	track usage, %
met2	5230	31.0
met3	305	1.97
met4	0	0.0772
met1	3820	26.8
met5	0	0
synthesized netlist by cell type:
| master | count |
|---|---|
| inv_1 | 88 |
| ha_1 | 16 |
| fa_1 | 224 |
| buf_4 | 50 |
| and2_1 | 224 |
| nand2_1 | 32 |
| buf_6 | 14 |
cells in the final DEF, fill, tap and decap left out:
cell and n:
and2_1 222, and2_4 2, buf_2 5, buf_4 13, buf_6 3, clkdlybuf4s50_1 55, dlygate4sd2_1 1, dlymetal6s2s_1 1
fa_1 58, fa_2 166, ha_1 15, ha_4 1, inv_1 62, inv_2 26, nand2_1 31, nand2_2 1
