==> flow/design.v <==
`timescale 1ns/1ps
module wallace_7to3_unsigned (
    input clk,
    input rst,
    input  [15:0] A,
    input  [15:0] B,
    output reg [31:0] P
);
    integer j;
    wire [31:0] pp [0:15];
    genvar k;
    generate
        for (k = 0; k < 16; k = k + 1)
            assign pp[k] = ({16'b0, (A & {16{B[k]}})} << k);
    endgenerate
    wire [31:0] s1_0, c1_0a, c1_0b;
    wire [31:0] s1_1, c1_1a, c1_1b;
    compressor73_vec32 STG1_A (pp[0],pp[1],pp[2],pp[3],pp[4],pp[5],pp[6], s1_0,c1_0a,c1_0b);
    compressor73_vec32 STG1_B (pp[7],pp[8],pp[9],pp[10],pp[11],pp[12],pp[13], s1_1,c1_1a,c1_1b);
    wire [31:0] lay1 [0:7];
    assign lay1[0] = s1_0;
    assign lay1[1] = c1_0a << 1;
    assign lay1[2] = c1_0b << 2;
    assign lay1[3] = s1_1;
    assign lay1[4] = c1_1a << 1;
    assign lay1[5] = c1_1b << 2;
    assign lay1[6] = pp[14];
    assign lay1[7] = pp[15];
    reg [31:0] r1 [0:7];
    always @(posedge clk) begin
        if (rst)
            for (j=0;j<8;j=j+1) r1[j] <= 32'b0;
        else
            for (j=0;j<8;j=j+1) r1[j] <= lay1[j];
    end
    wire [31:0] s2_0, c2_0a, c2_0b;
    compressor73_vec32 STG2 (r1[0],r1[1],r1[2],r1[3],r1[4],r1[5],r1[6], s2_0,c2_0a,c2_0b);
    wire [31:0] lay2 [0:3];
    assign lay2[0] = s2_0;
    assign lay2[1] = c2_0a << 1;
    assign lay2[2] = c2_0b << 2;
    assign lay2[3] = r1[7];
    reg [31:0] r2 [0:3];
    always @(posedge clk) begin
        if (rst)
            for (j=0;j<4;j=j+1) r2[j] <= 32'b0;
        else
            for (j=0;j<4;j=j+1) r2[j] <= lay2[j];
    end
    wire [31:0] s3_0, c3_0a, c3_0b;
    compressor73_vec32 STG3 (r2[0],r2[1],r2[2],r2[3],32'b0,32'b0,32'b0, s3_0,c3_0a,c3_0b);
    reg [31:0] r3_0, r3_1, r3_2;
    always @(posedge clk) begin
        if (rst) begin
            r3_0 <= 0;
            r3_1 <= 0;
            r3_2 <= 0;
        end else begin
            r3_0 <= s3_0;
            r3_1 <= c3_0a << 1;
            r3_2 <= c3_0b << 2;
        end
    end
    wire [31:0] s4_unreg, c4_unreg;
    csa_3to2_vec32 STG4 (
        .in_a(r3_0),
        .in_b(r3_1),
        .in_c(r3_2),
        .sum_vec(s4_unreg),
        .carry_vec(c4_unreg)
    );
    reg [31:0] r4_sum, r4_carry;
    always @(posedge clk) begin
        if (rst) begin
            r4_sum <= 0;
            r4_carry <= 0;
        end else begin
            r4_sum   <= s4_unreg;
            r4_carry <= c4_unreg << 1;
        end
    end
    wire [31:0] final_sum;
    wire final_cout;
    final_adder_32 FINAL_ADD (
        .in_a(r4_sum),
        .in_b(r4_carry),
        .cin(1'b0),
        .sum(final_sum),
        .cout(final_cout)
    );
    always @(posedge clk) begin
        if (rst)
            P <= 32'b0;
        else
            P <= final_sum;
    end
endmodule
module csa_3to2_vec32 (
    input  [31:0] in_a,
    input  [31:0] in_b,
    input  [31:0] in_c,
    output [31:0] sum_vec,
    output [31:0] carry_vec
);
    assign sum_vec   = in_a ^ in_b ^ in_c;
    assign carry_vec = (in_a & in_b) | (in_b & in_c) | (in_a & in_c);
endmodule
module compressor73_vec32 (
    input  [31:0] in_a, in_b, in_c, in_d, in_e, in_f, in_g,
    output reg [31:0] sum_out,
    output reg [31:0] carry_1,
    output reg [31:0] carry_2
);
    integer idx;
    reg [2:0] count_bits;
    function [0:0] bit_to_one;
        input val;
        begin
            bit_to_one = (val === 1'b1) ? 1'b1 : 1'b0;
        end
    endfunction
    always @* begin
        for (idx = 0; idx < 32; idx = idx + 1) begin
            count_bits = bit_to_one(in_a[idx]) + bit_to_one(in_b[idx]) + bit_to_one(in_c[idx]) +
                         bit_to_one(in_d[idx]) + bit_to_one(in_e[idx]) + bit_to_one(in_f[idx]) + bit_to_one(in_g[idx]);
            sum_out[idx]  = count_bits[0];    
            carry_1[idx]  = count_bits[1];    
            carry_2[idx]  = count_bits[2];    
        end
    end
endmodule
module final_adder_32 (
    input  [31:0] in_a,
    input  [31:0] in_b,
    input         cin,
    output [31:0] sum,
    output        cout
);
    assign {cout, sum} = in_a + in_b + cin;
endmodule
==> flow/run.sh <==
#!/bin/bash
# OpenROAD 26Q1-2900-gdf79404cd8, Yosys 0.63+post, stock flow scripts
make -C /OpenROAD-flow-scripts/flow DESIGN_CONFIG=/design/flow/config.mk WORK_HOME=/design/flow/orfs finish
==> flow/config.mk <==
export PLATFORM = sky130hd
export DESIGN_NAME = wallace_7to3_unsigned
export DESIGN_NICKNAME = wallace_7to3_unsigned
export VERILOG_FILES = /design/flow/design.v
export SDC_FILE = /design/flow/constraint.sdc
export NUM_CORES = 4
export LEC_CHECK = 1
export CORE_UTILIZATION = 30
==> flow/constraint.sdc <==
current_design wallace_7to3_unsigned

set clk_period 6.1
set clk_io_pct 0.2

create_clock -name clk0 -period $clk_period [get_ports {clk}]

set non_clock_inputs [all_inputs -no_clocks]
set_input_delay [expr $clk_period * $clk_io_pct] -clock clk0 $non_clock_inputs
set_output_delay [expr $clk_period * $clk_io_pct] -clock clk0 [all_outputs]
==> results.toml <==
# implementation run metrics
[job]
warnings = 59
maxCapViolCount = 0

[drt]
drcViolationCount = 0
num_vias = 12400
totalWireLength_um = 40700
dr.pass1.iters = 5
wl_per_cell_um = 13.3
drt_iter0_drc = 477
via_per_inst = 4.05
antenna_left = 0
diodes = 0

[hold_path]
hp-class = "flop to flop"
whs_endpoint = "r2[3][19]$_SDFF_PP0_"
min-delay-start = "r1[7][19]$_SDFF_PP0_"
whs_path_depth = 1

[critical_path]
r2r_end = "P[29]$_SDFF_PP0_"
worstSetupPathType = "input pin to flop"
reg2reg_depth = 8
worstPathRequired_ns = 6.51
path_max_fanout = 16
r2r_slack_ns = 3.20
cp-start-kind = "input pin"
startpoint = "A[10]"
arrival_ns = 4.61
endpoint_kind = "flop"
reg2reg_from = "r4_carry[5]$_SDFF_PP0_"

[placement]
routabilityCongestion = 0.853
dpl_worst_slack_ns = 1.30
hpwlAfterDp_um = 29500
numPortBuffers = 65

[sta]
tns_ns = 0
finalCritPeriodShare_pct = 68.8
setup_violations = 0
layout_setup_ws_ns = 1.90
slew_headroom_pct = 40.0
tightest_slew_ns = 0.898
maxSlewViolCount = 0
fin_crit_ns = 4.20
fin_skew_ns = 0.0224
fmax_mhz = 238
grt_setup_unrepaired = "no"
hold_viol_final = 0

[global_route]
grt_pass1_wl_um = 67000
antenna_found_initial = 1
gr-usage-all-layers_pct = 11.9
grt_pass1_vias = 12800
grt_max_degree = 154
grt_overflow_total = 0

[yosys]
aoi_share_pct = 2.67
yosys.area.top_type = "dfxtp_1"
postSynthSeqShare_pct = 39.4
synth-adder-area-share_pct = 31.5
yosysTopAreaCellShare_pct = 39.4
edf_count = 0
synth_area_per_cell_sq_um = 10.6
ys_sh_mux_pct = 0.366
ys_area_sq_um = 21500
topCellsByArea = "dfxtp_1 (39%), fa_1 (17%), ha_1 (14%)"
synth.yosys.warnings = 6
synthXorXnorAreaFrac_pct = 1.87
synth_area_sq_um = 21500
synth_flops = 424
ys_cells = 2036
ys_types = 42
topCombFamilyByArea = "adder cells"
simple_gate_area_share_pct = 18.3
netlist_instances = 2036
ys.flop_type = "dfxtp_1"
synthArstFlopShare_pct = 0

[floorplan]
die_area_sq_um = 72900
die_h_um = 270
fp_util_pct = 30.5
die_x_um = 270
core_area_sq_um = 70500
num_io_pins = 66
rows = 97

[clock_tree]
root_buffer = "clkbuf_16"
cts_hold_buf = 0
numCtsBuffers = 47
cts_tree = "built"
htree_levels = 2
clkTransAtPathRegs_ns = 0.06
clock_path_buffers = 3
cts_setup_buffers = 0
cts_resized = 0
clock.latency.late_pin_ns = 0.57
cts.sinks = 424

[pwr]
power.total_w = 0.00730
ir_drop_v = 0.000194
power_leakage_nw = 11.5
power.density_nw_per_um2 = 295

[outcome]
outcome = "finished, final reports clean"

[layout]
mostFrequentLayoutCells = "dfxtp_1 (424), nor2b_1 (319), inv_1 (253), ha_1 (247), and2_1 (186)"
fillers = 6813
logic_area_sq_um = 11800
final_common_cell = "dfxtp_1"
flop_area_sq_um = 8490
drive_gt1_share_pct = 4.69
syn2layout_area_growth_pct = 14.8
[critical path, cell delays in order]
cell             delay (ns)
clkdlybuf4s50_1        0.82
and2_1                 0.34
ha_1                   0.27
inv_1                  0.05
fa_1                   0.53
inv_1                  0.06
fa_1                   0.54
ha_1                   0.14
inv_1                  0.04
fa_1                   0.37
xor2_1                 0.15
nor2_1                 0.05
[per-stage QoR]
stage	instances	util [%]	instance area [sq um]	hold slack, ns
2_1_floorplan	2036	-	21500	0.414
3_3_place_gp	2968	32.8	23100	0.424
3_5_place_dp	2968	32.8	23100	0.421
4_1_cts	3049	35.1	24700	0.436
5_1_grt	3049	35.1	24700	0.456
6_report	3049	35.1	24700	0.434
[final cells by class]
| cell class | instances | share of cell area, % |
|---|---|---|
| inverters | 253 | 3.84 |
| flip-flops and latches | 424 | 34.3 |
| clock buffers | 59 | 5.23 |
| repair buffers | 75 | 3.01 |
| clock inverters | 22 | 1.16 |
| well taps | 940 | 4.76 |
| multi-input cells | 1276 | 47.7 |
[layer usage]
layer  part of all wire (%)  up-vias  global-route usage (%)
met4                    2.4        2                    2.68
met3                    7.8       67                    4.08
li1                       -     6274                       -
met1                     49     5709                    17.5
met5                  0.027        -                       0
met2                     41      304                    17.3
[cell usage after synthesis, types with 2 or more instances]
master and n:
a211oi_1 4, a211oi_2 2, a21o_1 5, a21oi_1 32, a31oi_1 2, and2_1 186
buf_1 3, buf_2 4, clkbuf_1 76, dfxtp_1 424, fa_1 185, ha_1 247
inv_1 253, mux2_2 6, nand2_1 88, nand4_1 8, nor2_1 93, nor2b_1 319
nor3_1 3, o211ai_1 6, o21a_1 5, o21ai_0 17, o21ai_1 2, o21bai_1 2
o22ai_1 2, o31ai_1 2, xnor2_1 24, xor2_1 22
[cells by family after synthesis]
logic type	count (synthesis)
AND/OR/NAND/NOR	702
multiplexers	7
AND-OR/OR-AND	89
buffers and inverters	336
adder cells (fa/ha/maj)	432
XOR/XNOR	46
flip-flops	424
[how the worst max path moves through the flow]
stage	endpoint	slack (ns)	cells past startpoint
6_report	r1[2][13]$_SDFF_PP0_	1.90	12
5_1_grt	r1[2][13]$_SDFF_PP0_	1.72	12
4_1_cts	r1[2][13]$_SDFF_PP0_	1.91	12
[flip-flops by register name (all words and copies together) (netlist names)]
name and count:
r1 152, r2 98, P 32, r4_sum 32, r3_0 31, r3_1 28
r4_carry 27, r3_2 24
[report_power, final]
group	leakage, nW	internal [W]	switching, W
Clock	0.773	0.00172	0.00113
Sequential	3.46	0.00306	0.000118
Combinational	7.22	0.000600	0.000673
Total	11.5	0.00538	0.00192
Power figures rest on the tool's default switching activity, not on a simulated workload.
